===== /design/flow/design.v =====
module motion_predict(
  input  logic Clk, Reset,
  input  logic motion_check,
  input logic [3:0] ut, dt, lt, rt, 
  output [3:0] data
);
parameter [2:0] up   = 2'b00;
parameter [2:0] down = 2'b01;
parameter [2:0] left = 2'b11;
parameter [2:0] right = 2'b10;
wire temp =  ~(out[3] ^ out[2]);
logic [3:0] out;
assign data = {out[3] ^ out[2], out[1] ^ out[0]};
always_ff @(posedge Clk or posedge Reset)
begin
  if (Reset) 
  begin
    out <= 2'b0000;
	end
  else 
  begin
    if(motion_check == 1'b1)
    begin
      out = {out[2:0],temp};    
    end
	end
end
endmodule

===== /design/flow/run.sh =====
#!/bin/bash
# OpenROAD 26Q1-2900-gdf79404cd8, Yosys 0.63+post, stock flow scripts
make -C /OpenROAD-flow-scripts/flow DESIGN_CONFIG=/design/flow/config.mk WORK_HOME=/design/flow/orfs finish

===== /design/flow/config.mk =====
export PLATFORM = sky130hd
export DESIGN_NAME = motion_predict
export DESIGN_NICKNAME = motion_predict
export VERILOG_FILES = /design/flow/design.v
export SDC_FILE = /design/flow/constraint.sdc
export NUM_CORES = 4
export LEC_CHECK = 1
export CORE_AREA = 10 10 70 70
export DIE_AREA = 0 0 80 80

===== /design/flow/constraint.sdc =====
current_design motion_predict

set clk_period 1.0
set clk_io_pct 0.2

create_clock -name clk0 -period $clk_period [get_ports {Clk}]

set non_clock_inputs [all_inputs -no_clocks]
set_input_delay [expr $clk_period * $clk_io_pct] -clock clk0 $non_clock_inputs
set_output_delay [expr $clk_period * $clk_io_pct] -clock clk0 [all_outputs]

==> CHANGELOG.md <==
## Implementation

* Worst Skew at 3.261 ps
* Total congestion overflow at 0
* Count of cell types in the netlist at 7
* FP Util at 5.495%
* Layout cell share with drive strength beyond 1 at 36.00%
* Clock transition at path regs at 40 ps
* PwrDens at 2655 mW/mm²
* Hold Buf Count CTS at 0
* Synth Seq Share at 53.33%
* CTS Buf Count at 3
* H-tree depth at 1
* Area growth, synth to finish at 70.00%
* Drt pass-1 iters at 3
* Top flop regs: out (4)
* Pin count of the biggest net entering global routing at 5
* Required @ worst endpoint at 800 ps
* HP Class: in2async
* Max Fclk at 901.5 MHz
* Outcome: finished with violations
* Number of diodes at 0
* Placed Cells at 66
* Clock power share at 23.2%
* First-pass GRT wire length at 710 µm
* Cell total in the yosys stat output at 15
* Chip area at 0.006400 mm²
* Die X at 80 µm
* Critical path class: reg2out
* Critical path peak fanout at 2
* Post-route insts no fill at 71
* Tool warnings at 43
* Routed vias/inst at 1.718
* Top reg by flops: out
* Clk Tree Root Cell: clkbuf_4
* # fillers at 403
* Failing checks: setup timing
* Total GRT Usage at 1.531%
* Cycle use final at 110.9%
* Vias in the first global route at 153
* Initial antenna violation count at 0
* Synthesis warning total at 1
* Post-route core utilization at 9.341%
* Number of remaining DRC errors at 0
* Hold Vio Cnt, Final at 0
* Int Pwr at 0.0006161 W
* Setup crit end kind: primary output
* GPL Wtd Cong at 0.6455
* Via count at 122
* Leak at 0.1467 nW
* Chip area in the Yosys report at 187.7 µm²
* I/O Buffers at 4
* WL final at 420 µm
* Peak VDD IR at 0.3911 mV
* CP Data Arrival Time at 910 ps
* Startpoint Class: register
* # rows at 21
* Synthesized instance count at 15
* Part of the power in combinational logic at 40.4%
* Synth Area per Inst at 12.51 µm²
* Register bit total from synthesis at 4
* Slew Limit Fails at 0
* Most frequent cells in the layout: dfrtp_1, buf_4, mux2_1, clkbuf_4
* P_sw at 0.0002310 W
* Worst Slack Setup Final at -109.3 ps
* Post-DR wirelength/cell at 5.915 µm
* Post-route ant nets at 0
* I/O pin count at 23
* Die height at 80 µm
* Final setup fails at 2
* Drt first-iter violations at 1
* Tmin final at 1109 ps
* Sequential share of power at 36.4%
* CTS tree: built
* Largest register FFs at 4
* Sw frac at 27.27%
* Post-Syn Area at 187.7 µm²
* Insertion delay to the later sink of the worst-skew pair at 230 ps
* Longest Clk Path Bufs at 2
* Core area at 0.003416 mm²
* Total of max-cap violations at 0
* CTS sink cnt at 4
* RSZ-0062 raised after global routing: true
area by class of cell:
type,count,area [µm²],share of cell area (%)
Sequential cell,4,100.1,31.37
Multi-Input combinational cell,8,68.82,21.57
Timing Repair Buffer,8,62.56,19.61
Tap cell,46,57.56,18.04
Clock buffer,3,22.52,7.059
Inverter,2,7.507,2.353
cell usage after synthesis:
cell type	count	area share (%)
buf_4	2	8.0
conb_1	1	2.0
dfrtp_1	4	53
inv_1	2	4.0
mux2_1	3	18
mux2i_1	1	5.3
xor2_1	2	9.3
cells by family (layout without fill, tap and decap cells):
group,Yosys count,after routing,synth area share (%)
mux,4,4,23.33
flops,4,4,53.34
buf+inv,4,13,12.00
xor+xnor,2,2,9.335
other cells,1,2,1.998
power by group through the flow:
stage | Clock [W] | Sequential [W] | Combinational (W)
finish | 0.000196 | 0.000309 | 0.000342
CTS | 0.000208 | 0.000309 | 0.000351
global route | 0.000226 | 0.000324 | 0.000394
repair_timing:
item	CTS	global route
setup buffers	2	0
pin swaps	2	0
resized	6	1
endpoints found under the setup margin	2	5
path summary, 6_finish.rpt:
path                       depth (start not counted)  slack, ps         start  endpoint
max                                                2       -110        out[2]   data[1]
min                                                2        170         Reset    out[3]
max reg2reg                                        2         70        out[2]    out[3]
min reg2reg                                        1        500        out[3]    out[3]
max in group asynchronous                          2        680         Reset    out[1]
min in group clk0                                  2        330  motion_check    out[3]
per-layer routing:
metal  share of wire (%)  vias up  GRT usage, %
li1                    -       63             -
met1                  45       54         1.470
met2                  34        5         1.525
met3                  20        0         2.500
met4                   0        0        0.5282
met5                   0        -             0
metrics by stage:
stage           power, W  setup TNS (ps)  hold WS (ps)  area [µm²]  worst slack [ps]
4_1_cts        0.0008679          -221.3         176.5       316.6            -117.7
3_3_place_gp   0.0006360           -1236         435.0       289.0            -234.6
6_report       0.0008470          -194.0         170.4       319.1            -109.3
2_1_floorplan  0.0004142               0        -33.92       191.4             220.1
3_5_place_dp   0.0006533           -1340         428.5       289.0            -260.0
5_1_grt        0.0009449          -341.0         191.4       319.1            -193.4
worst max-delay path: stages, from the launching register on:
cell and delay, ps:
dfrtp_1 390, xor2_1 170, buf_2 120
Power figures rest on the tool's default switching activity, not on a simulated workload.
