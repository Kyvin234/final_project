## /design/flow/run.sh

```bash
#!/bin/bash
# OpenROAD 26Q1-2900-gdf79404cd8, Yosys 0.63+post, stock flow scripts
make -C /OpenROAD-flow-scripts/flow DESIGN_CONFIG=/design/flow/config.mk WORK_HOME=/design/flow/orfs finish
```

## /design/flow/config.mk

```make
export PLATFORM = sky130hd
export DESIGN_NAME = bot_motion
export DESIGN_NICKNAME = bot_motion
export VERILOG_FILES = /design/flow/design.v
export SDC_FILE = /design/flow/constraint.sdc
export NUM_CORES = 4
export LEC_CHECK = 1
export CORE_UTILIZATION = 40
```

## /design/flow/constraint.sdc

```tcl
current_design bot_motion

set clk_period 2.1
set clk_io_pct 0.2

create_clock -name clk0 -period $clk_period [get_ports {Clk}]

set non_clock_inputs [all_inputs -no_clocks]
set_input_delay [expr $clk_period * $clk_io_pct] -clock clk0 $non_clock_inputs
set_output_delay [expr $clk_period * $clk_io_pct] -clock clk0 [all_outputs]
```

## /design/flow/design.v

```verilog
module bot_motion(
    input logic Clk, Reset, motion_check,
    input [9:0] BallX, BallY, GhostX, GhostY,
    input logic [3:0] ut, dt, lt, rt,
    output logic [1:0] ai_motion
);
    parameter [2:0] up   = 2'b00;
	parameter [2:0] down = 2'b01;
	parameter [2:0] left = 2'b11;
	parameter [2:0] right = 2'b10;
    always_ff @(posedge Clk or posedge Reset)
    begin
        if(Reset)
        begin
            ai_motion <= down;
        end
        else if(motion_check == 1'b1)
        begin 
            if(BallX > GhostX && BallY < GhostY)
            begin
                if (((rt & 4'b0001) == 4'b0001) && (BallX - GhostX >= GhostY - BallY))  
                begin
                    ai_motion <= right;
                end
                else if((ut & 4'b1000) == 4'b1000)  
                begin
                    ai_motion <= up;
                end
                else if ((lt & 4'b0010) == 4'b0010)  
                begin
                    ai_motion <= left;
                end
                else if ((dt & 4'b0100) == 4'b0100)  
                begin
                    ai_motion <= down;
                end                
            end
             else if(BallX < GhostX && BallY < GhostY)
            begin              
                if ((lt & 4'b0010) == 4'b0010  && (GhostX - BallX >= GhostY - BallY))  
                begin
                    ai_motion <= left;
                end
                else if((ut & 4'b1000) == 4'b1000)  
                begin
                    ai_motion <= up;
                end
                if ((rt & 4'b0001) == 4'b0001)  
                begin
                    ai_motion <= right;
                end
                else if ((dt & 4'b0100) == 4'b0100)  
                begin
                    ai_motion <= down;
                end  
            end
            else if(BallX > GhostX && BallY > GhostY)
            begin
                if ((rt & 4'b0001) == 4'b0001 && (BallX - GhostX >= BallY - GhostY))  
                begin
                    ai_motion <= right;
                end
                else if ((dt & 4'b0100) == 4'b0100)  
                begin
                    ai_motion <= down;
                end                
                else if ((lt & 4'b0010) == 4'b0010)  
                begin
                    ai_motion <= left;
                end
                else if((ut & 4'b1000) == 4'b1000)  
                begin
                    ai_motion <= up;
                end
            end
            else if(BallX < GhostX && BallY > GhostY)
            begin              
                if ((lt & 4'b0010) == 4'b0010  && (GhostX - BallX >= BallY - GhostY))  
                begin
                    ai_motion <= left;
                end
                else if ((dt & 4'b0100) == 4'b0100)  
                begin
                    ai_motion <= down;
                end  
                else if ((rt & 4'b0001) == 4'b0001)  
                begin
                    ai_motion <= right;
                end
                else if((ut & 4'b1000) == 4'b1000)  
                begin
                    ai_motion <= up;
                end
            end
            else if(BallX == GhostX)
            begin
                if((dt & 4'b0100) == 4'b0100 && GhostY < BallY)
                    ai_motion <= down;
                else if((ut & 4'b1000) == 4'b1000  && GhostY > BallY )
                    ai_motion <= up;
                else if ((rt & 4'b0001) == 4'b0001)  
                begin
                    ai_motion <= right;
                end
                else if ((lt & 4'b0010) == 4'b0010)  
                begin
                    ai_motion <= left;
                end
            end
            else if(BallY == GhostY)
            begin
                if ((rt & 4'b0001) == 4'b0001 && GhostX < BallX)  
                begin
                    ai_motion <= right;
                end
                else if ((lt & 4'b0010) == 4'b0010  && GhostX > BallX)  
                begin
                    ai_motion <= left;
                end
                else if((dt & 4'b0100) == 4'b0100)
                    ai_motion <= down;
                else if((ut & 4'b1000) == 4'b1000)
                    ai_motion <= up;
            end
        end
    end
endmodule
```

==> results.rst <==
Run summary
-----------

.. list-table::
   :header-rows: 1

   * - Metric
     - Value
   * - Area of the core region
     - 7690 sq um
   * - Critical path buffers and inverters
     - 5
   * - Sw frac
     - 0.434
   * - Tally of nets with antenna violations remaining after routing
     - 0
   * - Sequential share of power
     - 0.026
   * - Insertion delay at the late pin of the worst-skew pair
     - 0.21 ns
   * - Chip Height
     - 91.1 um
   * - Number of buffers added by the clock tree synthesis step
     - 3
   * - Final instance area
     - 5580 sq um
   * - Min-Delay Path Class
     - in2async
   * - Boundary Pins
     - 61
   * - Number of vias after detailed routing
     - 3,810
   * - Max-slew headroom
     - 0.697
   * - TritonCTS clock tree
     - yes
   * - Critical path required time
     - 2.21 ns
   * - Post-detailed-placement half-perimeter wirelength
     - 7.44 mm
   * - Met2 Usage GRT
     - 0.390
   * - Final hold viol count
     - 0
   * - Setup violations, final
     - 2
   * - IO buf count
     - 48
   * - Fraction of layout instances using a drive strength above 1
     - 0.479
   * - Actual transition at the worst max-transition pin
     - 0.448 ns
   * - Part of the total power dissipated in the clock network
     - 0.063
   * - CP max stage cell
     - sky130_fd_sc_hd__fa_2
   * - Register area share after synthesis
     - 0.0161
   * - Clock period minus final worst setup slack
     - 3.54 ns
   * - Area of placed instances
     - 4820 sq um
   * - Unrepaired setup endpoints after global routing
     - yes
   * - Setup slack after placement
     - -2.07 ns
   * - Flip-flop count of the largest register, all copies and words added
     - 2
   * - GRT met3 Usage
     - 0.00510
   * - Worst-path maximum fanout
     - 3
   * - Switching pwr
     - 1.10 mW
   * - Max Transition Viols Final
     - 0
   * - Post-synthesis cell area
     - 3180 sq um
   * - Detailed-router iteration count before antenna repair
     - 4
   * - Worst setup EP type
     - flop
   * - Iteration-0 DRC count of the detailed router
     - 214
   * - Clock-pin slew of the registers on the worst-case setup and hold paths
     - 0.03 ns
   * - Cell area power density
     - 454 nW/um^2
   * - IR drop worst, VDD
     - 0.209 mV
   * - Gr usage total
     - 0.232
   * - Most Used Layer, Global Route
     - met2
   * - Number of placement rows
     - 32
   * - Leakage power summed over all cells
     - 2.75 nW
   * - Part of the power in combinational logic
     - 0.912
   * - First-pass GRT wire length
     - 16.0 mm
   * - Timing-limited maximum frequency
     - 283 MHz
   * - Initial antenna violation count
     - 0
   * - Post-synthesis sequential element count
     - 2
   * - Floorplan-stage core utilization
     - 0.413
   * - DRC violations left
     - 0
   * - Distinct lib cells
     - 67
   * - Total of hold buffers inserted after clock tree synthesis
     - 0
   * - Commonest flop
     - sky130_fd_sc_hd__dfstp_2
   * - Placed cell count
     - 708
   * - Die Wd
     - 91.1 um
   * - EDFF count, synth
     - 0
   * - Yosys synthesis warning count
     - 1
   * - Count of non-filler cells in the finished layout
     - 745
   * - Detailed-route vias per instance
     - 5.11
   * - Final setup TNS
     - -2.71 ns
   * - Top Family by Delay on Critical Path
     - AND-OR/OR-AND gates
   * - CTS Root Buffer Type
     - sky130_fd_sc_hd__clkbuf_8
   * - Total power of the final layout
     - 2.53 mW
   * - Worst Skew
     - 0 ns
   * - Maximum number of pins on one net before global-route repair
     - 11
   * - Largest regs
     - ai_motion (2)
   * - Arr. time, crit path
     - 3.65 ns
   * - Tool warnings
     - 60
   * - Clk sink count
     - 2
   * - Area growth, synth to finish
     - 75.6%
   * - Violations in the final reports
     - setup timing
   * - R2R cell count
     - 8
   * - Final WL
     - 9.67 mm
   * - Setup slack after layout
     - -1.44 ns
   * - Async S/R FF share, synth
     - 1.00
   * - Routed wire length per instance
     - 13.0 um
   * - Total cells reported by yosys after synthesis
     - 438
   * - Post-synthesis area per instance
     - 7.25 sq um
   * - Largest stage delay on the critical path
     - 0.40 ns
   * - Internal reg-to-reg setup slack
     - 0.33 ns
   * - Internal cell power
     - 1.43 mW
   * - Overflow left after global routing
     - 0
   * - Total of max-cap violations
     - 0
   * - Synthesized netlist cell count
     - 438
   * - Capture instance of the worst register-to-register path
     - ai_motion[0]
   * - Total Die Area
     - 8300 sq um
   * - Maximum clock insertion buffer count
     - 2
   * - Total cell area reported by yosys after synthesis
     - 3180 sq um
   * - Number of global-route vias before repair
     - 3,668
   * - Status
     - finished with violations
   * - Critical Path Source Type
     - input pin
   * - Reg-to-reg critical path startpoint
     - ai_motion[0]
   * - Critical path class
     - in2reg
   * - Post-layout period usage
     - 1.69
   * - Register with the most flip-flops
     - ai_motion
   * - Ordered list of cells on the worst path
     - buf_6 > inv_4 > ha_4 > inv_2 > fa_2 > a21o_1 > a21oi_2 > xor2_2 > buf_4 > ha_4 > and3_4 > a21oi_1 > a31oi_1 > buf_4 > nor3b_4 > o41ai_4 > a21oi_1 > o311a_1 > a311oi_2
   * - Final cell utilization of the core
     - 0.726
   * - Total number of H-tree levels
     - 1
   * - Met1 routing resource usage after global routing
     - 0.347
   * - Last weighted congestion value of the routability-driven placer
     - 0.921
   * - Final hold slack
     - 0.378 ns
   * - Diodes inserted
     - 0
-- cell usage in the layout, fill, tap and decap left out, drive strengths merged, types with 14 or more instances in the layout --
cell type        n
nand2           29
xnor2           20
inv             59
ha              69
buf            177
o21ai           31
clkdlybuf4s50   24
a21o            14
nor2            28
a21oi           38
clkbuf          14
-- layer usage --
| layer | up-vias | wire length (um) |
|---|---|---|
| met2 | 81 | 4440 |
| met3 | 12 | 272 |
| met4 | 0 | 64 |
| li1 | 1977 | - |
| met1 | 1740 | 4890 |
| met5 | - | 0 |
-- repair_timing --
| action | in CTS | in global routing |
|---|---|---|
| setup endpoints to repair | 2 | 2 |
| buffers inserted | 23 | 12 |
| pin swaps | 57 | 76 |
| gates resized | 68 | 102 |
-- worst max-delay path by stage --
| stage | end | slack, ns | cells after the start | start |
|---|---|---|---|---|
| 4_1_cts | ai_motion[1] | -1.54 | 17 | GhostX[0] |
| 5_1_grt | ai_motion[1] | -1.63 | 18 | BallX[2] |
| 6_report | ai_motion[1] | -1.44 | 19 | BallY[0] |
-- kinds of logic after synthesis --
| kind of cell | Yosys count | share of synthesized area |
|---|---|---|
| AND-OR/OR-AND | 135 | 0.292 |
| AND/OR/NAND/NOR | 119 | 0.193 |
| buffers and inverters | 76 | 0.106 |
| adder cells (fa/ha/maj) | 75 | 0.304 |
| XOR/XNOR | 30 | 0.0851 |
| flip-flops | 2 | 0.0161 |
| multiplexers | 1 | 0.00354 |
-- worst reg2reg max path, stage by stage, from the launching register on --
cell and delay [ns]:
sky130_fd_sc_hd__dfstp_2 0.54, sky130_fd_sc_hd__nor2b_1 0.19, sky130_fd_sc_hd__nor2_1 0.09, sky130_fd_sc_hd__nor2_1 0.12, sky130_fd_sc_hd__a2bb2oi_1 0.17, sky130_fd_sc_hd__o22ai_1 0.11
sky130_fd_sc_hd__o21ai_0 0.19, sky130_fd_sc_hd__a31oi_1 0.14, sky130_fd_sc_hd__a21oi_2 0.16
-- synth_stat cells, types with 5 or more instances --
| cell | number | area share |
|---|---|---|
| sky130_fd_sc_hd__nand3_1 | 8 | 0.013 |
| sky130_fd_sc_hd__ha_1 | 69 | 0.27 |
| sky130_fd_sc_hd__buf_2 | 8 | 0.013 |
| sky130_fd_sc_hd__o21ai_1 | 5 | 0.0079 |
| sky130_fd_sc_hd__nand4_1 | 6 | 0.012 |
| sky130_fd_sc_hd__o21a_1 | 5 | 0.012 |
| sky130_fd_sc_hd__inv_1 | 59 | 0.070 |
| sky130_fd_sc_hd__o21ai_0 | 25 | 0.039 |
| sky130_fd_sc_hd__nand2_1 | 29 | 0.034 |
| sky130_fd_sc_hd__xnor2_1 | 20 | 0.055 |
| sky130_fd_sc_hd__a21o_1 | 14 | 0.033 |
| sky130_fd_sc_hd__xor2_1 | 9 | 0.025 |
| sky130_fd_sc_hd__a211oi_1 | 6 | 0.014 |
| sky130_fd_sc_hd__a21oi_1 | 38 | 0.060 |
| sky130_fd_sc_hd__or3_1 | 6 | 0.012 |
| sky130_fd_sc_hd__nor3_1 | 8 | 0.013 |
| sky130_fd_sc_hd__nand2b_1 | 7 | 0.014 |
| sky130_fd_sc_hd__nor2b_1 | 10 | 0.020 |
| sky130_fd_sc_hd__nor2_1 | 28 | 0.033 |
-- layout make-up --
class | instances | area (sq um)
clock buffers | 4 | 45.0
fillers | 545 | 2110
inverters | 59 | 236
multi-input cells | 360 | 3390
flip-flops and latches | 2 | 51.3
well taps | 102 | 128
repair buffers | 218 | 1730
-- power by group through the flow --
stage	logic, mW	clock network, mW	registers, mW
after global routing	2.54	0.172	0.0678
after CTS	2.08	0.162	0.0638
final	2.31	0.159	0.0647
Power and IR drop assume default switching activity.
