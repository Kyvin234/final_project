==> /design/flow/design.v <==
module control_unit(
	input logic Clk, 
	input logic Reset,
	input logic [7:0] score,
	input logic [7:0] keycode,
	input logic die,
	output logic start_on,
	output logic game_1_on,
	output logic transition_on,
	output logic game_2_on,
	output logic game_3_on,
	output logic win_on,
	output logic lose_on
);
	enum logic [3:0] {  
					start,
					game_1,
					game_2,
					game_3,
					transition,
					win,
					lose
						}   state, next_state;    
	logic [1:0] level;
	always_ff @ (posedge Clk)
	begin
		if (Reset) 
		begin
			state <= start;
			level = 2'b00;
		end
		else  
			state <= next_state;
		if(state == game_1)
			level = 2'b01;
		else if (state == game_2)
			level = 2'b10;
		else 
			level = 2'b00;
	end
	always_comb
	begin
		next_state = state;
		start_on = 1'b0;
	   	game_1_on  = 1'b0;
	   	game_2_on  = 1'b0;
		game_3_on = 1'b0;
	   	win_on   = 1'b0;
	   	lose_on  = 1'b0;
		transition_on = 1'b0;
		unique case(state)
			start:
			begin
				if(keycode == 8'h2c)
					next_state = game_1;
			end
			game_1:
			begin
				if(die == 1'b1)
					next_state  = lose;
				else if (score == 32'd10)
					next_state = transition;
			end
			transition:
			begin
				if(level == 2'b01)
					next_state = game_2;
				else if (level == 2'b10)
					next_state = game_3;
			end
			game_2:
			begin
				if(die == 1'b1)
					next_state  = lose;
				else if (score == 32'd10)
					next_state = transition;
			end
			game_3:
			begin
				if(die == 1'b1)
					next_state  = lose;
				else if (score == 32'd10)
					next_state = win;
			end
			win,lose:
			begin
				if(keycode == 8'h29)
					next_state = start;
			end
		endcase
		case(state)
			start:
				start_on = 1'b1;
			game_1:
				game_1_on = 1'b1;
			transition:
				transition_on = 1'b1;
			game_2:
				game_2_on = 1'b1;
			game_3:
				game_3_on = 1'b1;
			win:
				win_on = 1'b1;
			lose:
				lose_on = 1'b1;
		endcase
	end
endmodule
==> /design/flow/run.sh <==
#!/bin/bash
# OpenROAD 26Q1-2900-gdf79404cd8, Yosys 0.63+post, stock flow scripts
make -C /OpenROAD-flow-scripts/flow DESIGN_CONFIG=/design/flow/config.mk WORK_HOME=/design/flow/orfs finish
==> /design/flow/constraint.sdc <==
current_design control_unit

set clk_period 1.6
set clk_io_pct 0.2

create_clock -name clk0 -period $clk_period [get_ports {Clk}]

set non_clock_inputs [all_inputs -no_clocks]
set_input_delay [expr $clk_period * $clk_io_pct] -clock clk0 $non_clock_inputs
set_output_delay [expr $clk_period * $clk_io_pct] -clock clk0 [all_outputs]
==> /design/flow/config.mk <==
export PLATFORM = sky130hd
export DESIGN_NAME = control_unit
export DESIGN_NICKNAME = control_unit
export VERILOG_FILES = /design/flow/design.v
export SDC_FILE = /design/flow/constraint.sdc
export NUM_CORES = 4
export LEC_CHECK = 1
export CORE_AREA = 10 10 70 70
export DIE_AREA = 0 0 80 80
==> results.json <==
{
  "outcome": "finished clean",
  "layout.cells.most_common_list": "clkdlybuf4s50_1 (21), dfxtp_1 (8), buf_4 (5)",
  "ant_nets": 0,
  "crit_path_start_kind": "input pin",
  "fp.dieH_um": 80,
  "worst_ep_arrival_time_ns": 1.70,
  "ios": 26,
  "n_antenna_cell": 0,
  "io_buffer_count": 25,
  "warnings": 26,
  "period_used_pct": 97.3,
  "synth_warnings": 1,
  "drtIter0Drc": 3,
  "drt-wirelength-per-cell_um": 10.4,
  "grtUsageTotal_pct": 3.96,
  "crit_end": "state[0]",
  "crit_type": "in -> reg",
  "cts_setup_buffers": 0,
  "synthCells": 38,
  "pwr-share-seq_pct": 49.5,
  "synth.top_cells.by_area": "dfxtp_1 (48%), nand3_1 (4.0%), inv_1 (4.0%)",
  "ir_drop_uv": 296,
  "synthToLayoutAreaGrowth_pct": 98.3,
  "crit_buf_inv": 1,
  "ys_cells": 38,
  "leakage_nw": 0.269,
  "core_area_um2": 3420,
  "clk_latency_ns": 0.25,
  "setup_viol": 0,
  "clk_path_buf_depth": 2,
  "p_switching_mw": 0.0881,
  "cts_buffers": 3,
  "netlist.area_leader.share_pct": 48.2,
  "path_delay_family": "simple AND/OR/NAND/NOR gates",
  "dpl.hpwl_mm": 1.09,
  "place_congestion": 0.761,
  "syn_area_per_cell_um2": 9.84,
  "design_area_um2": 742,
  "drv_cap": 0,
  "slowest_stage": "or4b_4",
  "placed_area_um2": 719,
  "tightest_slew_ns": 0.390,
  "antenna_found_initial": 0,
  "max_freq_mhz": 642,
  "yosys_area_um2": 374,
  "r2r-end": "state[0]",
  "hold_ws_ns": 0.409,
  "combGateArea_um2": 185,
  "final_common_cell": "clkdlybuf4s50_1",
  "synthDistinctLibCells": 21,
  "r2r_start": "state[2]",
  "hp-class": "reg -> reg",
  "drive_above_1_share_pct": 19.4,
  "slew_viol_final": 0,
  "cts-root-buf": "clkbuf_4",
  "via_per_inst": 3.58,
  "clock_skew_ns": 0.00128,
  "num_rows": 21,
  "cts_tree": "yes",
  "clk_pin_slew_ns": 0.06,
  "cp_cell_sequence": "clkdlybuf4s15_1, or4b_4, or4_4, a221o_1",
  "cp.depth": 4,
  "grt_pass1_wl_mm": 2.02,
  "end_kind": "register",
  "via_count": 422,
  "critPathLaunch": "keycode[4]",
  "ys_seq_share_pct": 48.2,
  "pwr-share-comb_pct": 13.5,
  "intPower_mw": 0.366,
  "die_area_um2": 6400,
  "gr-total-overflow": 0,
  "yosysTopAreaCell": "dfxtp_1",
  "sw_frac_of_total_pct": 19.4,
  "syn_area_um2": 374,
  "max_stage_delay_ns": 0.47,
  "grt_pass1_vias": 456,
  "ys_ff": 9,
  "die_x_um": 80,
  "clkPwrFrac_pct": 37.0,
  "fin_tns_setup_ns": 0,
  "first_pass_iters": 2,
  "cts-htree-levels": 1,
  "drc": 0,
  "reg2reg_depth": 3,
  "cp_max_fo": 2,
  "min_period_ns": 1.56,
  "clock-sinks": 9,
  "seq_area_um2": 181,
  "routed_wl_mm": 1.23,
  "fill_cells": 395,
  "postLayoutCoreUtil_pct": 21.7,
  "slew_headroom_pct": 73.7,
  "finalHoldViolations": 0,
  "grt_max_degree": 7,
  "p_per_area_nw_per_um2": 612,
  "rsz0062_at_grt": "no",
  "required_ns": 1.74,
  "fp_util_pct": 11.0,
  "reg2reg_slack_ns": 0.59
}
## sequential cells by signal (all words and copies together) (netlist names)
register and count:
level 2, state 7
## worst min-delay path by stage
stage	startpoint	end	slack, ns	cells after the start
CTS	state[4]	level[0]	0.45	0
global route	state[4]	level[0]	0.43	0
finish	state[4]	level[0]	0.41	0
## synthesized netlist by cell type
cell type and count:
a21boi_0 1, a21oi_1 1, a221o_1 1, a2bb2o_1 1, a32o_1 1, dfxtp_1 9
inv_1 4, nand2_1 2, nand3_1 3, nor2_1 3, nor2b_1 1, nor4_1 1
nor4bb_1 1, o211ai_1 1, o21a_1 1, o22ai_1 2, o2bb2ai_1 1, o31ai_1 1
or4_4 1, or4b_4 1, or4bb_1 1
## power by group through the flow
stage	Combinational, mW	Clock (mW)	Sequential [mW]
after global routing	0.0659	0.198	0.224
final	0.0612	0.168	0.225
after CTS	0.0612	0.175	0.225
## cells by family after synthesis
| group | share of synthesized area [%] |
|---|---|
| buf+inv | 4.01 |
| flops | 48.2 |
| simple gates | 24.7 |
| compound gates | 23.1 |
## final cells by class
| cell class | instances | area share, % |
|---|---|---|
| clock buffers | 4 | 3.54 |
| inverters | 4 | 2.02 |
| multi-input cells | 25 | 25.0 |
| flip-flops and latches | 9 | 24.5 |
| well taps | 46 | 7.76 |
| repair buffers | 30 | 37.3 |
## routing by layer
layer	global-route usage [%]	vias to the layer above	routed length [um]
met5	0	-	0
met4	0.176	0	0
met3	2.39	0	110
met2	6.42	16	603
met1	4.58	193	511
li1	-	213	-
## stage by stage
step           std cells  power [mW]  worst slack [ns]
2_1_floorplan         38       0.239            -0.192
3_3_place_gp         114       0.293            -0.604
6_report             118       0.454            0.0433
4_1_cts              118       0.461           0.00809
3_5_place_dp         114       0.294            -0.621
5_1_grt              118       0.488          0.000357
## repair_timing
item,in CTS,in global routing
setup endpoints to repair,2,3
resized,8,3
gates cloned,0,0
pin swaps,3,0
hold buffers,0,0
Power figures rest on the tool's default switching activity, not on a simulated workload.
