File: run.sh
#!/bin/bash
# OpenROAD 26Q1-2900-gdf79404cd8, Yosys 0.63+post, stock flow scripts
make -C /OpenROAD-flow-scripts/flow DESIGN_CONFIG=/design/flow/config.mk WORK_HOME=/design/flow/orfs finish
File: config.mk
export PLATFORM = sky130hd
export DESIGN_NAME = check_count_row
export DESIGN_NICKNAME = check_count_row
export VERILOG_FILES = /design/flow/design.v
export SDC_FILE = /design/flow/constraint.sdc
export NUM_CORES = 4
export LEC_CHECK = 1
export CORE_AREA = 10 10 70 70
export DIE_AREA = 0 0 80 80
File: design.v
module check_count_dot(
    input logic dot,
    output logic[7:0] eaten);
    always_comb
    begin
        if(dot == 1'b1)
            eaten = 8'b00000000;
        else
            eaten = 8'b00000001;
    end
endmodule
module check_count_row(
	input logic [11:0] row, 
	output logic [7:0] count
);
	logic [7:0] c0,c1,c2,c3,c4,c5,c6,c7,c8,c9,c10,c11;
	assign count = c0+c1+c2+c3+c4+c5+c6+c7+c8+c9+c10+c11;
	check_count_dot d0(.dot(row[0]), .eaten(c0));
	check_count_dot d1(.dot(row[1]), .eaten(c1));
	check_count_dot d2(.dot(row[2]), .eaten(c2));
	check_count_dot d3(.dot(row[3]), .eaten(c3));
	check_count_dot d4(.dot(row[4]), .eaten(c4));
	check_count_dot d5(.dot(row[5]), .eaten(c5));
	check_count_dot d6(.dot(row[6]), .eaten(c6));
	check_count_dot d7(.dot(row[7]), .eaten(c7));
	check_count_dot d8(.dot(row[8]), .eaten(c8));
	check_count_dot d9(.dot(row[9]), .eaten(c9));
	check_count_dot d10(.dot(row[10]), .eaten(c10));
	check_count_dot d11(.dot(row[11]), .eaten(c11));
endmodule
File: constraint.sdc
current_design check_count_row

set clk_period 5.1
set clk_io_pct 0.2

create_clock -name clk0 -period $clk_period

set non_clock_inputs [all_inputs -no_clocks]
set_input_delay [expr $clk_period * $clk_io_pct] -clock clk0 $non_clock_inputs
set_output_delay [expr $clk_period * $clk_io_pct] -clock clk0 [all_outputs]
==> reports/qor.csv <==
stage,metric,value,unit
critical_path,Setup Crit Path Kind,in -> out,
die,Die H,80,um
critical_path,CP arrival,4.05,ns
timing,minimum clock period,5.07,ns
global_route,antenna violations before repair,0,
logic_synthesis,yosys warns,1,
finish,fin cells,96,
route,DRT iter0 DRCs,2,
timing,Hold Slack,2.71,ns
global_route,met2 GRT Util,2.33,%
global_route,GRT Residual Overflow,0,
critical_path,"critical path, cell by cell",buf_6 > fa_1 > fa_1 > inv_2 > fa_1 > inv_1 > fa_1 > inv_1 > ha_2 > inv_2 > fa_2 > inv_1 > buf_2,
critical_path,critical path peak fanout,2,
timing,RSZ-0062 raised after global routing,true,
finish,clk_buf instances,0,
finish,Area growth syn-to-layout,70.0,%
pwr,Design Power,0.137,mW
global_route,largest net degree at the start of global routing,4,
placed_design,total placed cells including tap cells,95,
route,drt wl/cell,7.22,um
finish,# fillers,398,
finish,FFs & Latches,0,
route,Vias,227,
global_route,first-pass GRT wire length,1130,um
job,max-capacitance violation count,0,
critical_path,Worst path slowest cell,fa_1,
logic_synthesis,sequential share of the synthesized area,0,%
logic_synthesis,syn avg cell area,9.11,um2
logic_synthesis,Yosys chip area,292,um2
pwr,VDD IR max,0.0597,mV
critical_path,CP Buf/Inv Count,7,
die,die width,80,um
die,total die size,6400,um2
timing,Final period util,99.5,%
timing,Max Freq,197,MHz
route,Post-DRT Antenna Nets,0,
logic_synthesis,synth unique cells,9,
global_route,GR met1 Demand/Resource,3.39,%
finish,share of cells above drive strength 1,34.0,%
timing,setup violators final,0,
pwr,Leak,0.260,nW
placed_design,dpl hpwl,654,um
placed_design,GPL Wtd Cong,0.751,
route,antenna cell count,0,
logic_synthesis,Yosys Instances,32,
die,I/O Pins,20,
finish,Reg area,0,um2
route,total length of routed wires,693,um
global_route,vias in the first global route,266,
hold_path,type of the worst min-delay path,in -> out,
critical_path,max incr delay on CP,0.55,ns
finish,"Core Util, Final",14.5,%
route,DRT Pass-1 Iters,2,
critical_path,"most used cell, CP",fa_1,
job,tool warnings,34,
die,floorplan utilization,8.53,%
critical_path,WP data required,4.08,ns
placed_design,buffers added on ports,16,
route,DRC Markers,0,
pwr,PwrDens,277,nW/um2
die,# rows,21,
global_route,met3 usage,1.02,%
status,outcome,"finished, final reports clean",
critical_path,Worst setup SP type,input port,
logic_synthesis,Mapped Area,292,um2
global_route,GRT busiest layer,met1,
finish,cell area after layout,495,um2
route,via/cell ratio,2.36,
critical_path,CP top delay family,adder cells,
clock_network,count of hold-fix buffers inserted at cts,0,
global_route,Total Routing Usage GR,2.05,%
logic_synthesis,Gate Count Post-Synth,32,
critical_path,critical path capture point type,output pin,
timing,Final Hold Fails,0,
placed_design,Placement Cell Area,505,um2
die,Core Region,3420,um2
timing,"Slew Viols, Final",0,
layout make-up:
cell class,count,area [um2],share of cell area [%]
Multi-Input combinational cell,19,240,48.5
Timing Repair Buffer,19,153,30.8
Tap cell,46,57.6,11.6
Inverter,12,45.0,9.09
placed cells by master, fill, tap and decap left out:
master           count
buf_2                6
buf_6                2
xnor2_2              1
nand2_1              1
conb_1               4
inv_1               10
ha_1                 3
fa_1                 6
inv_2                2
fa_2                 1
clkbuf_2             1
a21oi_1              1
clkdlybuf4s50_1      6
nand3_1              1
buf_4                3
dlymetal6s2s_1       1
ha_2                 1
per-stage QoR:
| stage | setup WS [ns] | TNS (ns) |
|---|---|---|
| 2_1_floorplan | 0.349 | 0 |
| 3_3_place_gp | -0.725 | -1.95 |
| 3_5_place_dp | -0.742 | -1.99 |
| 4_1_cts | -0.0790 | -0.124 |
| 5_1_grt | -0.121 | -0.196 |
| 6_report | 0.0269 | 0 |
where the power goes:
group | internal (mW) | total, mW | switching (mW) | leakage, nW
logic | 0.0808 | 0.137 | 0.0563 | 0.260
registers | 0 | 0 | 0 | 0
clock network | 0 | 0 | 0 | 0
routing by layer:
layer  part of all wire, %  vias to the layer above
li1                      -                      117
met1                    56                       92
met2                    24                       18
met3                    20                        0
met4                     0                        0
met5                     0                        -
worst paths after layout:
| kind | from | slack, ns | cells past startpoint | to |
|---|---|---|---|---|
| setup / recovery | row[1] | 0.03 | 13 | count[1] |
| hold / removal | row[2] | 2.71 | 4 | count[0] |
logic make-up (layout without fill, tap and decap cells):
kind of cell / Yosys count / count (layout) / share of synthesized area [%]
compound gates: 1 / 1 / 1.72
xor+xnor: 1 / 1 / 3.00
fa+ha+maj: 11 / 11 / 65.2
buf+inv: 16 / 31 / 25.8
other cells: 1 / 4 / 1.29
simple gates: 2 / 2 / 3.00
cell usage after synthesis:
| cell type | instances | area, um2 |
|---|---|---|
| xnor2_1 | 1 | 8.76 |
| nand2_1 | 1 | 3.75 |
| ha_1 | 4 | 50.1 |
| nand3_1 | 1 | 5.00 |
| inv_1 | 12 | 45.0 |
| a21oi_1 | 1 | 5.00 |
| fa_1 | 7 | 140 |
| buf_4 | 4 | 30.0 |
| conb_1 | 1 | 3.75 |
worst min-delay path: stages:
cell and delay (ns):
clkdlybuf4s50_1 0.40, inv_1 0.06, ha_2 0.13, dlymetal6s2s_1 0.09
timing repair:
action,in CTS,in global routing
endpoints found under the setup margin,4,4
buffers inserted,1,0
gates resized,37,4
pin swaps,7,6
No activity file was given, so power comes from the tool's default toggle rates.
